### flow/run.sh
#!/bin/bash
# OpenROAD 26Q1-2900-gdf79404cd8, Yosys 0.63+post, stock flow scripts
make -C /OpenROAD-flow-scripts/flow DESIGN_CONFIG=/design/flow/config.mk WORK_HOME=/design/flow/orfs finish
### flow/config.mk
export PLATFORM = sky130hd
export DESIGN_NAME = ROM
export DESIGN_NICKNAME = ROM
export VERILOG_FILES = /design/flow/design.v
export SDC_FILE = /design/flow/constraint.sdc
export NUM_CORES = 4
export LEC_CHECK = 1
export CORE_AREA = 10 10 70 70
export DIE_AREA = 0 0 80 80
### flow/constraint.sdc
current_design ROM

set clk_period 2.1
set clk_io_pct 0.2

create_clock -name clk0 -period $clk_period

set non_clock_inputs [all_inputs -no_clocks]
set_input_delay [expr $clk_period * $clk_io_pct] -clock clk0 $non_clock_inputs
set_output_delay [expr $clk_period * $clk_io_pct] -clock clk0 [all_outputs]
### flow/design.v
module ROM(out, address);
    output reg [31:0] out;
    input  [15:0] address;  
    always @(*) begin
        case (address)
            16'h0000:  out = 32'b11111000010000000000000101000000;  
            16'h0001:  out = 32'b11111000010000000000000101100001;  
            16'h0002:  out = 32'b10001011000001010000000010000011;  
            16'h0003:  out = 32'b11001011000001010000000010000110;  
            16'h0004:  out = 32'b10101010000001010000000010000111;  
            16'h0005:  out = 32'b10001010000001010000000010001000;  
            16'h0006:  out = 32'b10001011000000010000000000000010;  
            16'h0007:  out = 32'b10001011000001010000000010000011;  
            16'h0008:  out = 32'b11001011000001010000000010000110;  
            16'h0009:  out = 32'b10101010000001010000000010000111;  
            16'h000A:  out = 32'b10001010000001010000000010001000;  
            16'h000B:  out = 32'b11111000000000000000000101000010;  
            16'h000C:  out = 32'b10110100000000000000000000001010;  
            default: out=32'hD60003E0;  
        endcase
    end
endmodule
==> flow_metrics.py <==
# Metrics from the implementation run
metrics = {
    "run_status": {
        "status": "finished, final reports clean",
    },
    "die": {
        "die_h_um": 80,
        "fp_util_pct": 18.4,
        "rows": 21,
        "ios": 48,
        "dieArea_um2": 6400,
        "die_w_um": 80,
        "core_area_um2": 3420,
    },
    "sta": {
        "final_hold_viol_count": 0,
        "setup_viol": 0,
        "finalCritPeriodShare_pct": 96.8,
        "finalCriticalPeriod_ns": 2.03,
        "slew_violations": 0,
        "rsz0062_at_grt": "no",
        "timing.hold.ws_ns": 1.31,
        "max_freq_mhz": 492,
    },
    "final_layout": {
        "layout-drive-gt1-share_pct": 52.1,
        "clkbuf_count": 0,
        "flops": 0,
        "flop_area_um2": 0,
        "post-route-util_pct": 36.0,
        "syn2layout_area_growth_pct": 95.8,
        "final_cell_area_um2": 1230,
    },
    "critical_path": {
        "crit_required_ns": 1.68,
        "endpoint_kind": "primary output",
        "cpMostUsedCell": "buf_2",
        "critical_path_class": "in -> out",
        "cp_cell_sequence": "buf_2, nor4_4, buf_4, buf_6, nand4_1, a221oi_2, buf_2",
        "start_kind": "input pin",
        "cp_num_buf_inv": 4,
        "cp_top_family": "buffers and inverters",
        "crit_arrival_ns": 1.61,
        "cpMaxStageDelayCell": "nor4_4",
        "slowest_delay_ns": 0.34,
        "crit_fanout": 2,
    },
    "grt": {
        "grt_pass1_wl_um": 3760,
        "antenna_found_initial": 0,
        "overflow": 0,
        "grt_pass1_vias": 825,
        "grt_start_max_net_pins": 12,
        "track_usage_pct": 6.79,
    },
    "power_and_ir_drop": {
        "powerDensity_nw_per_um2": 117,
        "p_leak_nw": 0.555,
        "clock_power_share_pct": 0,
        "switching_share_pct": 46.3,
        "vdd_ir_drop_max_mv": 0.0720,
        "p_int_w": 0.0000772,
        "switching_power_w": 0.0000666,
        "power.share.combinational_pct": 100.0,
        "power.share.sequential_pct": 0,
    },
    "detailed_routing": {
        "wirelength_um": 2300,
        "dr.pass1.iters": 4,
        "drc": 0,
        "num_antenna_cells": 0,
        "ant_nets": 0,
        "vias": 754,
        "first_iter_violations": 8,
        "avgRoutedWirePerCell_um": 12.0,
        "via_per_inst": 3.93,
    },
    "synthesis": {
        "synth_cells": 86,
        "ys.warnings.count": 1,
        "yosysSeqAreaShare_pct": 0,
        "ys_area_um2": 628,
        "synth.distinct_cells": 31,
        "avgSynthCellArea_um2": 7.30,
        "ys_cells": 86,
        "synth_area_um2": 628,
    },
    "placement": {
        "hpwl_um": 1850,
        "placed_cell_area_um2": 1100,
        "gp_congestion": 0.811,
        "port-buffer-count": 35,
    },
    "flow_run": {
        "warning_count": 40,
        "maxCapViolCount": 0,
    },
    "hold_path": {
        "hold_class": "in -> out",
    },
}
-- stage by stage --
stage / TNS [ns] / setup slack [ns] / total power, W / cells
after global routing: 0 / 0.0117 / 0.000158 / 192
after detailed placement: -9.69 / -0.574 / 0.000123 / 180
after global placement: -9.42 / -0.590 / 0.000121 / 180
final: 0 / 0.0663 / 0.000144 / 192
after floorplan: 0 / 0.390 / 0.0000674 / 97
after CTS: -0.00558 / -0.00558 / 0.000137 / 195
-- routing by layer --
metal	global-route usage (%)	part of all wire, %	up-vias
li1	-	-	395
met1	9.62	49	332
met2	10.8	44	27
met3	1.59	7.3	0
met4	0	0	0
met5	0	0	-
-- cells by family (layout without fill, tap and decap cells) --
family                     Yosys count  in the layout  synth area share (%)
buffers and inverters               21             70                  21.7
AOI/OAI and AO/OA                   20             20                  19.7
and+or+nand+nor                     33             33                  38.0
other                                2             13                  1.20
muxes                                2              2                  3.39
adders and majority gates            8              8                  15.9
-- tightest hold or removal path, stage by stage --
cell	delay [ns]
buf_2	0.10
buf_6	0.11
buf_4	0.10
a221oi_2	0.04
buf_2	0.11
-- cells in the mapped netlist, drive strengths merged, types with 3 or more instances --
cell   instances  area share [%]
nand2          5             3.0
nor4           4              12
inv            3             1.8
a21oi          7             5.6
o21ai          6             4.8
nor2           7             4.2
nor2b          5             5.0
buf           18              20
ha             8              16
-- layout make-up --
class,count,area (µm²)
Multi-Input combinational cell,76,621
Timing Repair Buffer,67,541
Inverter,3,11.3
Tap cell,46,57.6
Fill cell,359,2190
-- final timing paths --
check / from / end / slack (ns) / cells past startpoint
setup / recovery: address[4] / out[1] / 0.07 / 7
hold / removal: address[1] / out[1] / 1.31 / 5
-- cell usage in the layout, fill, tap and decap left out, types with 2 or more instances in the layout --
| cell type | n |
|---|---|
| buf_4 | 28 |
| conb_1 | 13 |
| buf_2 | 10 |
| dlygate4sd2_1 | 10 |
| buf_6 | 8 |
| clkdlybuf4s15_1 | 7 |
| ha_1 | 6 |
| nor2_1 | 5 |
| nand2_1 | 4 |
| nor4_4 | 4 |
| a21oi_1 | 4 |
| nor2b_1 | 3 |
| a21oi_2 | 3 |
| o21ai_1 | 3 |
| nor2b_2 | 2 |
| inv_2 | 2 |
| nor2_2 | 2 |
| nand2b_1 | 2 |
| o21ai_0 | 2 |
| ha_4 | 2 |
| clkdlybuf4s15_2 | 2 |
| clkbuf_2 | 2 |
-- what timing repair did --
action / in CTS / in global routing
hold buffers: 0 / 0
setup endpoints to repair: 19 / 12
buffers inserted: 15 / 0
pin swaps: 11 / 10
resized: 112 / 13
hold endpoints to repair: 0 / 0
-- power by group through the flow --
stage     combinational [W]  sequential (W)  clock, W
4_1_cts            0.000137               0         0
5_1_grt            0.000158               0         0
6_report           0.000144               0         0
No activity file was given, so power comes from the tool's default toggle rates.
