$ cat design.v
`timescale 1ns / 1ps 
module ALU
(
  input [63:0] A,        
  input [63:0] B,        
  input [10:0] C,         
  input [1:0] alu_op,    
  output reg [63:0] R,   
  output wire ZERO        
);
  always @(*) begin
    if (alu_op == 2'b00) begin  
      R <= A + B;
    end else if (alu_op == 2'b01) begin  
      R <= B;
    end else if (alu_op == 2'b10) begin  
      case (C)
        11'b10001010000 : R <= A & B;
        11'b10101010000 : R <= A | B;
        11'b10001011000 : R <= A + B;
        11'b11001011000 : R <= A - B;
     endcase
    end
  end
  assign ZERO = (B == 'h00) ? 'b1 : 'b0;
initial begin
    $dumpvars(0,A);
    $dumpvars(1,B);
    $dumpvars(2,C);
    $dumpvars(3,R);
    $dumpvars(4,alu_op);
end
endmodule
`timescale 1ns / 1ps
module ARM_RISC(input clock,
                input [63:0] writeback_data,             
                input [31:0] instruction,                
                input reset,
                input [31:0] pc,
                output wire [63:0] mem_addr_input,        
                output wire [63:0] write_data_input,      
                output wire memory_write,                 
                output wire memory_read,
                output wire [63:0] alu_res_debug,         
                output wire ctrl_branch_out,              
                output wire [31:0] branch_pc_out             
                );
wire [31:0] instruction_passthrough_a;
wire [31:0] counter_out_id;
wire reg2loc, alu_src, mem2reg, branch, memRead, memWrite, regWrite;
wire [1:0] alu_opcode;
wire reg2loc_out_ex, aluSrc_out_ex, memRead_out_ex, memWrite_out_ex, regWrite_out_ex, mem2reg_out_ex, branch_out_ex;
wire [1:0] aluOp_out_ex;
wire [63:0] reg_data_a_out_ex, reg_data_b_out_ex;
wire [31:0] pc_out_ex;
wire [10:0] aluCtrl_out_ex;
wire [4:0] write_register_out_ex;    
wire [63:0] signExtend_out_ex;
wire regwrite_out_mem, mem2reg_out_mem, branch_out_mem;
wire [4:0] write_register_out_mem;  
wire [63:0] branch_addr;
wire aluZero, aluZero_out;  
wire [63:0] alu_res, alu_res_out, branch_addr_out_mem;
wire [5:0] alu_ctrl_in;
wire regWrite_out_wb, mem2reg_out_wb;
wire [63:0] memory_write_data_out, alu_res_out_wb;
wire [4:0] write_register_out_wb;  
wire [63:0] final_data;  
Controller control(.Instruction(instruction_passthrough_a[31:21]),  
                   .reg2loc(reg2loc),
                   .aluOp(alu_opcode),
                   .aluSrc(alu_src),
                   .memRead(memRead),
                   .memWrite(memWrite),
                   .mem2reg(mem2reg),
                   .regWrite(regWrite),
                   .branch(branch)
                   );
wire [4:0] read_register_a, read_register_b;
assign read_register_a = instruction_passthrough_a[9:5];   
assign read_register_b = (reg2loc == 0) ? instruction_passthrough_a[20:16] : instruction_passthrough_a[4:0];  
wire [63:0] register_data_a, register_data_b;
REG_MEM registers(.CLK(clock),
                  .READ_REG_A(read_register_a),
                  .READ_REG_B(read_register_b),
                  .DATA_OUT_A(register_data_a),
                  .DATA_OUT_B(register_data_b),
                  .WRITE_REG(write_register_out_wb),
                  .WRITE_DATA(final_data),  
                  .REG_WRITE_ENABLE(regWrite_out_wb)
                  );
reg [63:0] alusrc_mux;
always @(*) begin
    if(signExtend_out_ex[31:21] == 'b11111000010 || signExtend_out_ex[31:21] == 'b11111000000) begin
        alusrc_mux <= signExtend_out_ex[20:12];
    end else begin
        alusrc_mux <= reg_data_b_out_ex;
    end
end
ALU alu(.A(reg_data_a_out_ex),
        .B(alusrc_mux),      
        .C(aluCtrl_out_ex),  
        .alu_op(aluOp_out_ex),  
        .R(alu_res),
        .ZERO(aluZero));
INSTR_PIPE pipe_a(.CLK(clock),
                   .RESET(reset),
                   .INSTR_IN(instruction),
                   .COUNTER_IN(pc),
                   .INSTR_OUT(instruction_passthrough_a),
                   .COUNTER_OUT(pc_out_id));
ID_PIPE pipe_b(.CLK(clock),
                .reg2loc_in(reg2loc),
                .aluSrc_in(alu_src),
                .memRead_in(memRead),
                .memWrite_in(memWrite),
                .regWrite_in(regWrite),
                .mem2reg_in(mem2reg),
                .branch_in(branch),
                .aluOp_in(alu_opcode),
                .register_data_a_in(register_data_a),
                .register_data_b_in(register_data_b),
                .pc_in(pc_out_id),     
                .aluControl_in(instruction_passthrough_a[31:21]),  
                .write_register_in(instruction_passthrough_a[4:0]),
                .signExtend_in(instruction_passthrough_a),  
                .reg2loc_out(reg2loc_out_ex),
                .aluSrc_out(aluSrc_out_ex),
                .memRead_out(memRead_out_ex),
                .memWrite_out(memWrite_out_ex),
                .regWrite_out(regWrite_out_ex),
                .mem2reg_out(mem2reg_out_ex),
                .branch_out(branch_out_ex),
                .aluOp_out(aluOp_out_ex),
                .register_data_a_out(reg_data_a_out_ex),
                .register_data_b_out(reg_data_b_out_ex),
                .pc_out(pc_out_ex),
                .aluControl_out(aluCtrl_out_ex),
                .write_register_out(write_register_out_ex),
                .signExtend_out(signExtend_out_ex)
                );
assign mem_addr_input = alu_res_out;  
assign branch_addr = pc_out_ex + signExtend_out_ex[23:5];
assign ctrl_branch_out = branch_out_mem && aluZero_out;
EX_PIPE pipe_c(.CLK(clock),
               .RESET(reset),
               .ZERO(aluZero),
               .BRANCH(branch_addr),
               .ALU_VAL(alu_res),
               .RT_READ(reg_data_b_out_ex),
               .ALU_CONTROL(alu_ctrl_in),
               .MEMREAD_IN(memRead_out_ex),  
               .REGWRITE_IN(regWrite_out_ex),
               .MEM2REG_IN(mem2reg_out_ex),
               .MEMWRITE_IN(memWrite_out_ex),
               .BRANCH_ZERO_IN(branch_out_ex),  
               .REG_DESTINATION(write_register_out_ex),
               .BRANCH_OUT(branch_pc_out),
               .RT_READ_OUT(write_data_input),  
               .ALU_VAL_OUT(alu_res_out),
               .ZERO_OUT(aluZero_out),
               .REGWRITE_OUT(regwrite_out_mem),
               .MEM2REG_OUT(mem2reg_out_mem),
               .MEMWRITE_OUT(memory_write),  
               .MEMREAD_OUT(memory_read),   
               .BRANCH_ZERO_OUT(branch_out_mem),
               .REG_DESTINATION_OUT(write_register_out_mem)
               );
MEM_PIPE pipe_d(.CLK(clock),
                .RESET(reset),
                .MEM_DATA(writeback_data),  
                .ALU_VAL(alu_res_out),  
                .REG_DESTINATION(write_register_out_mem),
                .REGWRITE_IN(regwrite_out_mem),
                .MEM2REG_IN(mem2reg_out_mem),
                .MEM_DATA_OUT(memory_write_data_out),  
                .REG_DESTINATION_OUT(write_register_out_wb),
                .REGWRITE_OUT(regWrite_out_wb),
                .MEM2REG_OUT(mem2reg_out_wb),
                .ALU_VAL_OUT(alu_res_out_wb)
                );
assign alu_res_debug = alu_res_out_wb;  
assign final_data = (mem2reg_out_wb == 0) ? alu_res_out_wb : memory_write_data_out;  
endmodule
`timescale 1ns / 1ps
module Controller
(
  input [10:0] Instruction,
  output reg isZeroBranch,
  output reg isUnconBranch,
  output reg reg2loc,
  output reg [1:0] aluOp,
  output reg aluSrc,
  output reg memRead,
  output reg memWrite,
  output reg regWrite,
  output reg mem2reg,
  output reg branch
);
  always @(*) begin 
    case (Instruction)
      'b10001011000,
      'b11001011000,
      'b10001010000,
      'b10101010000: begin
        reg2loc <= 0;
        aluOp <= 2'b10;
        aluSrc <= 0;
        branch <= 0;
        memRead <= 0;
        memWrite <= 0;
        regWrite <= 1;
        mem2reg <= 0;
      end
      'b11111000010: begin
        reg2loc <= 'b0;
        aluOp <= 2'b00;
        aluSrc <= 1;
        branch <= 0;
        memRead <= 1;
        memWrite <= 0;
        regWrite <= 1;
        mem2reg <= 1;
      end
      'b11111000000: begin
        reg2loc <= 1'b1;
        aluOp <= 2'b00;
        aluSrc <= 1;
        branch <= 0;
        memRead <= 0;
        memWrite <= 1;
        regWrite <= 0;
        mem2reg <= 1'bx;
      end
      'b10110100000: begin
        reg2loc <= 1'b1;
        aluOp <= 2'b01;
        aluSrc <= 0;
        branch <= 1;
        memRead <= 0;
        memWrite <= 0;
        regWrite <= 0;
        mem2reg <= 1'bx;
      end
    endcase
  end
endmodule
`timescale 1ns / 1ps
module EX_PIPE(
    input CLK,  
    input RESET,
    input ZERO,
    input [63:0] BRANCH, ALU_VAL, RT_READ, 
    input [4:0] REG_DESTINATION,
    input [5:0] ALU_CONTROL,
    input REGWRITE_IN,
    input MEM2REG_IN,
    input MEMWRITE_IN,
    input BRANCH_ZERO_IN,
    input MEMREAD_IN,
    output reg [63:0] BRANCH_OUT, RT_READ_OUT, ALU_VAL_OUT,
    output reg [4:0] REG_DESTINATION_OUT,
    output reg [5:0] ALU_CONTROL_OUT,
    output reg ZERO_OUT,
    output reg REGWRITE_OUT,
    output reg MEM2REG_OUT,
    output reg MEMWRITE_OUT,
    output reg BRANCH_ZERO_OUT,
    output reg MEMREAD_OUT
);
  always @( posedge CLK or posedge RESET) begin
        if(RESET) begin
            ZeroBranch_out <= 0;
            UnconBranch_out <= 0;
  	        memRead_out <= 0;
 	        memWrite_out <= 0;
            regWrite_out <= 0;
  	        mem2Reg_out <= 0;
            shifted_PC_out <= 0;
            alu_zero_out <= 0;
            alu_result_out <= 0;
            write_data_mem_out <= 0;
            write_reg_out <= 0;
    end
    else begin
            BRANCH_OUT        <= BRANCH;
            ALU_VAL_OUT         <= ALU_VAL;
            RT_READ_OUT         <= RT_READ;
            REG_DESTINATION_OUT <= REG_DESTINATION;
            ALU_CONTROL_OUT     <= ALU_CONTROL;
            ZERO_OUT            <= ZERO;         
            REGWRITE_OUT <= REGWRITE_IN;
            MEM2REG_OUT <= MEM2REG_IN;
            MEMREAD_OUT <= MEMREAD_IN;
            MEMWRITE_OUT <= MEMWRITE_IN;
            BRANCH_ZERO_OUT <= BRANCH_ZERO_IN;
    end
end
endmodule
`timescale 1ns / 1ps
module ID_PIPE(
    input CLK,  
    input RESET,
    input [31:0] signExtend_in,
    input reg2loc_in,
    input aluSrc_in,
    input memRead_in,
    input memWrite_in,
    input regWrite_in,
    input mem2reg_in,
    input branch_in,
    input [1:0] aluOp_in,
    input [63:0] register_data_a_in,
    input [63:0] register_data_b_in,
    input [31:0] pc_in,
    input [10:0] aluControl_in,
    input [4:0] write_register_in,
    output reg reg2loc_out,
    output reg aluSrc_out,
    output reg memRead_out,
    output reg memWrite_out,
    output reg regWrite_out,
    output reg mem2reg_out,
    output reg branch_out,
    output reg [1:0] aluOp_out,
    output reg [63:0] register_data_a_out,
    output reg [63:0] register_data_b_out,
    output reg [31:0] pc_out,
    output reg [10:0] aluControl_out,
    output reg [4:0]  write_register_out,
    output reg [63:0] signExtend_out
);
always @( posedge CLK) begin
        reg2loc_out <= reg2loc_in;
        aluSrc_out <= aluSrc_in;
        memRead_out <= memRead_in;
        memWrite_out <= memWrite_in;
        regWrite_out <= regWrite_in;
        mem2reg_out <= mem2reg_in;
        branch_out <= branch_in;
        aluOp_out <= aluOp_in;
        register_data_a_out <= register_data_a_in;
        register_data_b_out <= register_data_b_in;
        pc_out <= pc_in;
        aluControl_out <= aluControl_in;
        write_register_out <= write_register_in;
        signExtend_out <= $signed(signExtend_in);
end
endmodule
`timescale 1ns / 1ps
module INSTR_PIPE(
    input CLK,
    input RESET,
    input [31:0] INSTR_IN,
    input [31:0] COUNTER_IN,
    output reg [31:0] INSTR_OUT,
    output reg [31:0] COUNTER_OUT
);
    always @ (posedge CLK or posedge RESET) begin
        if (RESET) begin
            INSTR_OUT <= 0;
            COUNTER_OUT <= 0;
        end
        else begin
            INSTR_OUT <= INSTR_IN;
            COUNTER_OUT <= COUNTER_IN;
        end
    end 
endmodule
`timescale 1ns / 1ps
module MEM_PIPE(
    input CLK,
    input RESET,
    input [63:0] MEM_DATA, ALU_VAL, 
    input [4:0] REG_DESTINATION,
    input REGWRITE_IN,
    input MEM2REG_IN,
    output reg [63:0] MEM_DATA_OUT, ALU_VAL_OUT,
    output reg [4:0] REG_DESTINATION_OUT,
    output reg REGWRITE_OUT,
    output reg MEM2REG_OUT
);
always @( posedge CLK or posedge RESET) begin
    if(RESET) begin
            MEM_DATA_OUT        <= 0;
            ALU_VAL_OUT         <= 0;
            REG_DESTINATION_OUT <= 0;
    end
    else begin
            MEM_DATA_OUT        <= MEM_DATA;
            ALU_VAL_OUT         <= ALU_VAL;
            REG_DESTINATION_OUT <= REG_DESTINATION;
            REGWRITE_OUT <= REGWRITE_IN;
            MEM2REG_OUT <= MEM2REG_IN;         
    end
end
endmodule
module REG_MEM(
        input CLK,                   
        input  [4:0] READ_REG_A,     
        input  [4:0] READ_REG_B,     
        input  [4:0] WRITE_REG,      
        input  [63:0] WRITE_DATA,    
        input  REG_WRITE_ENABLE,     
        output reg [63:0] DATA_OUT_A,    
        output reg [63:0] DATA_OUT_B     
    );
        reg [63:0] REGISTER [31:0];       
        always @ (*) begin        
            DATA_OUT_B <= REGISTER[READ_REG_B];
            DATA_OUT_A <= REGISTER[READ_REG_A];
        end
        always @ (posedge CLK) begin
            if (REG_WRITE_ENABLE == 1'b1) begin
                REGISTER[WRITE_REG] <= WRITE_DATA;
            end
        end
        initial begin
            REGISTER[4] = 16'h000A;
            REGISTER[5] = 16'h0005;
            REGISTER[10] = 'h0000;
            REGISTER[11] = 'h0001;
        end
endmodule
$ cat config.mk
export PLATFORM = sky130hd
export DESIGN_NAME = ARM_RISC
export DESIGN_NICKNAME = ARM_RISC
export VERILOG_FILES = /design/flow/design.v
export SDC_FILE = /design/flow/constraint.sdc
export NUM_CORES = 4
export LEC_CHECK = 1
export CORE_UTILIZATION = 40
$ cat constraint.sdc
current_design ARM_RISC

set clk_period 39.7
set clk_io_pct 0.2

create_clock -name clk0 -period $clk_period [get_ports {clock}]

set non_clock_inputs [all_inputs -no_clocks]
set_input_delay [expr $clk_period * $clk_io_pct] -clock clk0 $non_clock_inputs
set_output_delay [expr $clk_period * $clk_io_pct] -clock clk0 [all_outputs]
$ cat run.sh
#!/bin/bash
# OpenROAD 26Q1-2900-gdf79404cd8, Yosys 0.63+post, stock flow scripts
make -C /OpenROAD-flow-scripts/flow DESIGN_CONFIG=/design/flow/config.mk WORK_HOME=/design/flow/orfs finish
==> design notes <==
The placed wire-length estimate was 245000 um; the post-synthesis sequential element count was 2610. Before placement the cells fill 40.3% of the core. Looking at the reg2reg group, the worst path starts from pipe_a.INSTR_OUT[1]. The post-route netlist has 25.8% of its cells at a drive strength greater than 1.

The post-synthesis area per instance is 16.6 um^2. Per the detail_route report, vias per standard cell equal 6.17. Total global-route track usage over all layers is 28.7%. The cell at the slowest stage of the critical path was sky130_fd_sc_hd__buf_4. The final weighted congestion recorded by global placement is 0.969.

Number of instances in the synthesized netlist: 7282. The run gives 11800 for the filler-free cell count of the finished design. The first global-routing pass estimated 564000 um of wire. Across all checked pins, the minimum headroom to the slew limit is 25.5%.

The transition time at the pin with the least slew margin was 1.11 ns; the buffer levels on the longest clock path was 4. Among all flip-flop cells after synthesis, the most frequent one is sky130_fd_sc_hd__edfxtp_1. The number of warnings issued by yosys came out at 39.

The horizontal die dimension reported for this design is 552 um. The run gives 6.36% for the share of async-settable or async-resettable flops after synthesis. With the instance area at placement at 130000 um^2, the count of endpoints without a timing constraint is 139.

According to the I/O placement log, the pin count is 357. The synthesis run shows the most used standard cells to be 2208 x sky130_fd_sc_hd__edfxtp_1, 1152 x sky130_fd_sc_hd__mux4_2, 750 x sky130_fd_sc_hd__nand2_1, 423 x sky130_fd_sc_hd__nand3_1, 314 x sky130_fd_sc_hd__clkbuf_1. The number of warning messages in the logs is 213, and the count of hold-fix buffers inserted at cts is 0. The region available for standard cell placement spans 300000 um^2. The tools report the startpoint of the tightest hold check path as pipe_c.REG_DESTINATION_OUT[3].

Post-synthesis, Yosys gives the total cell area as 121000 um^2. According to the hold report, the worst path is of the register to register type. The global route stage reports its total congestion overflow as 0.

STA shows the worst min-delay path finishing at pipe_d.REG_DESTINATION_OUT[3]. Number of placed instances, taps included: 11300. The kind of end point of the critical path is a register. Post-synthesis cell type with the largest combined area: sky130_fd_sc_hd__edfxtp_1. The H-tree was split into 5 levels.

Counting stages on the worst path, the most repeated cell is sky130_fd_sc_hd__buf_4. The tools report the startpoint type of the worst setup path as a primary input. In the post-route analysis, the smallest setup slack over all paths is 28.99 ns. The post-synth tally of flip-flops with integrated enable is 2208, and the vertical die dimension is 552 um. The final instance area was 139000 um^2. The report lists the number of cells resized after CTS as 0. The logs give 40.18 ns for the worst endpoint required time and 6 for the number of detailed-route iterations in the first pass. The flow ran to the end, and the final reports show no timing, DRC or antenna violations. In the final run the clock tree shows a worst skew of 0.0710 ns. Number of buffers inserted by port buffering: 313. Power density over cell area: 47.3 nW/um^2. The critical path buffer and inverter count came out at 6. The most numerous cell in the Yosys netlist was sky130_fd_sc_hd__edfxtp_1. The final timing report lists a hold violation count of 0. TritonCTS built the clock tree. The starting DRC count in detailed routing is 5420, and the layout overhead on the synthesized area is 14.6%. The chip area is 305000 um^2. Entering global routing, the biggest net connects 96 pins. With the number of antenna violations at the first check in global routing at 27, the hold-critical path depth is 0. The synthesis report lists the most area-consuming cells as sky130_fd_sc_hd__edfxtp_1 55%, sky130_fd_sc_hd__mux4_2 21%, sky130_fd_sc_hd__dfrtp_1 3.4%, sky130_fd_sc_hd__dfxtp_1 2.7%, sky130_fd_sc_hd__nand2_1 2.3%. The tools report the post-detailed-route DRC marker count as 0. After clock tree synthesis, the setup repair step added 0 buffers. The top cell type by area accounts for 54.8% of the synthesized area.

Cells fill 46.2% of the core in the end. For the worst IR drop on VDD, the log shows 0.0000327 V. Per STA, the worst path accumulates the most delay in the family buffers and inverters. Once detail routing completed, the nets flagged for antenna violations numbered 0. Per the timing report, the biggest fanout along the worst path comes to 79. Counting the buffers created by CTS gives 275. Summing internal, switching and leakage power gives 6.56 mW. In this run the static leakage power is 47.1 nW.

The tools report the tally of unique sky130hd cells used after synthesis as 107. For the arrival time at the worst endpoint, the log shows 11.19 ns. The clock period could shrink to 10.71 ns. The run gives 201 for the number of rows in the core area. The logs give 70 for the number of register pins that no clock reaches and 0 for the number of setup violations in the final report. The most critical hold endpoint after final layout shows a slack of 0.348 ns. The critical path in this run is classified as primary input to register. Summed over all layers, the routed wires come to 398000 um. In the finished design, the share of the clock period the worst path needs comes to 27.0%. Per the timing report, the achievable frequency comes out to 93.4 MHz.

Logic depth along the worst register-to-register path is recorded as 12. Max-slew check failures listed in the final report amount to 0. Listed in order, past its start point the critical path passes clkdlybuf4s50_1 > inv_8 > buf_4 > buf_4 > buf_4 > buf_4.

Per the detail_route report, the via count comes to 73000. Total of max-cap violations: 0. The synthesized netlist occupies a cell area of 121000 um^2.

The register clock-pin slew on the reported worst setup and hold paths came out at 0.06 ns. The run gives 28.01 ns as the placement-stage worst setup slack. For the yosys cell count, the log shows 7282. The worst register-to-register path ends at pipe_b.register_data_b_out[40]. The longest individual stage delay on the worst path is 0.59 ns, and the clock latency on the worst-skew pair is 0.90 ns.

Looking at the clock tree report, the root buffer type is sky130_fd_sc_hd__clkbuf_16. Setup repair after global routing left no endpoint under its margin. Summed over all failing endpoints, the final setup total negative slack is 0 ns. The number of global-route vias before repair was 78300; the flop-to-flop setup slack was 34.10 ns. In the final routed layout, each cell accounts on average for 33.7 um.
-- report_power, final --
group          leakage (nW)  total, mW  switching [mW]  internal [mW]
logic                  18.5      0.889           0.538          0.352
registers              24.1       3.10          0.0825           3.02
clock network          4.42       2.57            1.06           1.51
total                  47.1       6.56            1.68           4.88
-- logic make-up (layout without fill, tap and decap cells) --
family / count (synthesis) / in the layout / share of synthesized area [%]
flops: 2540 / 2540 / 61.0
simple gates: 1597 / 1597 / 5.86
mux: 1303 / 1303 / 22.8
compound gates: 728 / 728 / 3.96
buf+inv: 687 / 1251 / 2.20
fa+ha+maj: 224 / 224 / 2.33
xor+xnor: 132 / 132 / 0.956
latches: 70 / 70 / 0.868
other cells: 1 / 23 / 0.00310
-- registers in the layout, summed over array words and instances (netlist names), 2 cells and up --
name and flops:
pipe_b.aluControl_out 11, pipe_b.register_data_a_out 64, pipe_c.RT_READ_OUT 64, pipe_a.INSTR_OUT 32, alu.R 64, pipe_d.MEM_DATA_OUT 64, pipe_d.REG_DESTINATION_OUT 5, pipe_c.REG_DESTINATION_OUT 5
pipe_b.aluOp_out 2, pipe_c.ALU_VAL_OUT 64, control.aluOp 2, pipe_b.signExtend_out 17, pipe_b.write_register_out 4, pipe_b.register_data_b_out 64, pipe_d.ALU_VAL_OUT 64, pipe_c.BRANCH_OUT 20
registers.REGISTER 2048
-- worst max path at each step --
stage | startpoint | to | slack (ns) | depth (start not counted)
6_report | reset | pipe_c.RT_READ_OUT[19] | 28.99 | 6
5_1_grt | reset | pipe_c.RT_READ_OUT[19] | 28.62 | 6
4_1_cts | reset | pipe_c.RT_READ_OUT[19] | 28.91 | 6
-- routing by layer --
metal | global-route usage, % | part of all wire [%]
met5 | 1.80 | 0.19
met4 | 9.54 | 4.2
met2 | 40.9 | 45
met3 | 22.8 | 18
met1 | 33.2 | 32
-- placed cells by master, fill, tap and decap left out, drive strengths merged, types with 27 or more instances in the layout --
cell	instances
edfxtp	2208
mux4	1152
nand2	750
nand3	423
clkbuf	379
clkdlybuf4s50	313
a21oi	255
buf	232
nor2	227
inv	224
ha	222
dfxtp	166
dfrtp	166
o21ai	162
mux2	136
xnor2	102
clkinv	78
dlxtn	70
o21bai	47
a211oi	39
nor3	38
nor4	31
xor2	30
a21o	27
-- worst reg2reg max path, stage by stage (launching register included) --
cell,delay (ns)
sky130_fd_sc_hd__dfrtp_1,0.49
sky130_fd_sc_hd__mux2i_4,0.21
sky130_fd_sc_hd__buf_12,0.48
sky130_fd_sc_hd__buf_4,0.72
sky130_fd_sc_hd__buf_4,0.76
sky130_fd_sc_hd__buf_4,0.67
sky130_fd_sc_hd__buf_4,0.64
sky130_fd_sc_hd__buf_4,0.69
sky130_fd_sc_hd__mux4_2,0.45
sky130_fd_sc_hd__nand2_1,0.09
sky130_fd_sc_hd__nand3_1,0.08
sky130_fd_sc_hd__nand3_1,0.18
sky130_fd_sc_hd__nand2_1,0.07
-- final cells by class --
class                      instances  area (um^2)
clock buffer                     379         7750
multi-input combinational       3996        43900
sequential                      2610        74900
fill                           25000       162000
timing repair buffer             545         5070
clock inverter                   117         1270
tap                             3958         4950
antenna                           11         27.5
inverter                         210          796
No activity file was given, so power comes from the tool's default toggle rates.
