===== design.v =====
`timescale 1ns / 1ps
module DATA_MEM(
        input CLK,                           
        input MEM_WRITE,                     
        input MEM_READ,                      
        input [63:0] MEM_ADDR_IN,            
        input [63:0] WRITE_DATA,             
        output reg [63:0] DATA_OUT           
    );
        reg [63:0] DATA_MEMORY [15:0];     
        always @ (*) begin
            if (MEM_READ) begin
                DATA_OUT <= DATA_MEMORY[MEM_ADDR_IN];
            end
        end
        always @ (posedge CLK) begin
            if (MEM_WRITE) begin
                DATA_MEMORY[MEM_ADDR_IN] <= WRITE_DATA;
            end
        end
        initial begin
            $monitor("Time: %d Data_mem[0]: %h", $time, DATA_MEMORY[0]);
            DATA_MEMORY[0] = 'h0005;
            DATA_MEMORY[1] = 'h0003;           
        end
endmodule

===== run.sh =====
#!/bin/bash
# OpenROAD 26Q1-2900-gdf79404cd8, Yosys 0.63+post, stock flow scripts
make -C /OpenROAD-flow-scripts/flow DESIGN_CONFIG=/design/flow/config.mk WORK_HOME=/design/flow/orfs finish

===== constraint.sdc =====
current_design DATA_MEM

set clk_period 9.7
set clk_io_pct 0.2

create_clock -name clk0 -period $clk_period [get_ports {CLK}]

set non_clock_inputs [all_inputs -no_clocks]
set_input_delay [expr $clk_period * $clk_io_pct] -clock clk0 $non_clock_inputs
set_output_delay [expr $clk_period * $clk_io_pct] -clock clk0 [all_outputs]

===== config.mk =====
export PLATFORM = sky130hd
export DESIGN_NAME = DATA_MEM
export DESIGN_NICKNAME = DATA_MEM
export VERILOG_FILES = /design/flow/design.v
export SDC_FILE = /design/flow/constraint.sdc
export NUM_CORES = 4
export LEC_CHECK = 1
export CORE_UTILIZATION = 40

==> results.yml <==
# physical design summary
floorplan:
  std_cell_rows: 114
  core_area_mm2: 0.0969
  chip_area_mm2: 0.0993
  fp-utilization: 0.405
  die_height_um: 315
  fp.dieW_um: 315
  pin_count: 195
synthesis:
  ys_sh_adder: 0
  xor_share: 0
  ys_ff: 1088
  simple_gate_share: 0.00951
  synth_cells: 1648
  synthTopCellsByArea: "edfxtp_1 78%, mux4_2 15%, dlxtp_1 2.5%, a22oi_1 2.5%, nand2_1 0.62%"
  top_cell_area_share: 0.784
  logic_family: "multiplexers"
  ys_cells: 1648
  yosys_warnings: 2
  mux_share: 0.147
  synth_top_cell_by_area: "edfxtp_1"
  syn_area_mm2: 0.0392
  ys_types: 18
  synth_chip_area_mm2: 0.0392
  yosys.area_share.aoi: 0.0245
  synth_area_per_cell_um2: 23.8
clock_network:
  cts_buffer_depth: 3
  cts_resized: 0
  htreeDepth: 3
  cts_tree: "done"
  postCtsSetupRepairBufs: 0
  clkTransAtPathRegs_ns: 0.06
  numCtsBuffers: 101
  postCtsHoldBufs: 0
  cts_root_buf: "clkbuf_16"
setup_path:
  crit_arrival_ns: 5.02
  critPathMaxFanout: 34
  critPathCaptureType: "flip-flop"
  cp-start-kind: "input pin"
  critical_path_class: "in -> reg"
  required_ns: 9.98
  critPathCapture: "DATA_MEMORY[0][33]"
  crit_path_start: "MEM_ADDR_IN[2]"
placement:
  port_buffers: 134
  place.gp.congestion: 0.750
  hpwl_mm: 43.4
detailed_routing:
  drt-total-wl_mm: 83.8
  first_pass_iters: 24
  antenna_left: 0
  vias_per_cell: 5.45
  wire_per_inst_um: 26.1
  vias: 17523
  drc: 0
  drt_iter0_markers: 1062
layout:
  area_growth_pct: 16.0
  fin_util: 0.470
  final_layout_size_suffix_gt1_frac: 0.242
power_and_ir_drop:
  switching_share: 0.204
  peakVddDrop_v: 0.000155
  power_density_mw_per_mm2: 202
  internal_power_uw: 7310
  power_uw: 9190
  seq_power_share: 0.546
  pwr-share-clk: 0.404
  leakage_uw: 0.0143
  combPwrFrac: 0.049
  p_switching_uw: 1880
final_timing:
  tns_ns: 0
  unclocked_pins: 64
  post-route-period-util: 0.488
  rsz0062_at_grt: "false"
  slew_violations: 0
  setup_viol: 0
  tightest_slew_ns: 0.940
  relSlewSlack: 0.372
  hold_ws_ns: 2.17
  untimed_endpoints: 128
  fin_crit_ns: 4.74
  max_freq_mhz: 211
  hold_viol: 0
grt:
  antenna_found_initial: 10
  grt_pass1_wl_mm: 126
  grt_usage: 0.192
  grt-ovfl-total: 0
  grt_pass1_vias: 20280
  grt_max_degree: 108
hold_path:
  hp-class: "in -> reg"
flow_run:
  drv_cap: 0
  warnings: 89
outcome:
  status: "complete, no violations"
## kinds of logic after synthesis
| logic type | Yosys count |
|---|---|
| buf+inv | 85 |
| latches | 64 |
| simple gates | 91 |
| mux | 256 |
| compound gates | 128 |
| flops | 1024 |
## sequential cells by signal (all words and copies together) (netlist names)
register	flops
DATA_MEMORY	1024
DATA_OUT	64
## placed cells by master, fill, tap and decap left out
cell type	n
a22oi_1	128
and2_4	1
buf_12	3
buf_2	1
buf_4	44
buf_8	2
bufinv_16	6
clkbuf_1	23
clkbuf_16	103
clkdlybuf4s50_1	131
clkinv_1	25
clkinv_16	1
clkinv_2	20
clkinv_4	1
clkinv_8	1
clkinvlp_4	4
diode_2	6
dlxtp_1	64
edfxtp_1	1024
inv_16	2
inv_6	2
mux4_2	256
nand2_1	65
nand2b_1	2
nand3_1	1
nand3b_1	2
nor2_4	13
nor2b_4	2
nor3_2	4
or3b_2	1
## worst min-delay path by stage
stage	from	endpoint	depth (start not counted)
after CTS	WRITE_DATA[21]	DATA_MEMORY[6][21]	1
after global routing	WRITE_DATA[33]	DATA_MEMORY[8][33]	1
final	MEM_ADDR_IN[0]	DATA_MEMORY[0][62]	2
## synthesized netlist by cell type
cell type,number
and2_1,1
or3b_2,1
edfxtp_1,1024
buf_2,28
nor2_1,13
mux4_2,256
nand3b_1,2
a22oi_1,128
buf_6,1
nor3_1,4
dlxtp_1,64
buf_4,7
nand3_1,1
nand2_1,65
clkbuf_1,37
nand2b_1,2
nor2b_1,2
buf_1,12
## power by group through the flow
stage	clock, uW	sequential (uW)	combinational (uW)
CTS	3790	5020	470
finish	3710	5020	455
global route	3970	5020	500
## per-layer routing
metal	GRT usage	vias to the layer above	part of all wire
met2	0.293	1106	0.50
met3	0.141	103	0.16
met4	0.0303	12	0.017
met5	0.0145	-	0.0018
li1	-	7454	-
met1	0.229	8848	0.33
## final cells by class
type / count / area, um^2
flip-flops and latches: 1088 / 31700
multi-input cells: 475 / 7230
clock inverters: 62 / 517
clock buffers: 126 / 2660
diodes: 6 / 15.0
repair buffers: 181 / 1740
fillers: 7657 / 51400
well taps: 1276 / 1600
## stage by stage
stage	setup slack, ns	area [um^2]	cells
3_3_place_gp	4.25	42300	3020
6_report	4.96	45500	3214
2_1_floorplan	2.26	39200	1648
5_1_grt	4.75	45500	3209
4_1_cts	4.91	45500	3208
3_5_place_dp	4.22	42300	3020
## critical path, cell delays in order
cell and delay (ns):
clkdlybuf4s50_1 0.60, or3b_2 0.66, nor3_2 0.57, buf_4 0.66, buf_4 0.56
Power figures rest on the tool's default switching activity, not on a simulated workload.
